**design.v**
```verilog
module FSM(reset,w,loads, s,op, opcode,clk,loada,loadb,loadc,asel,bsel,vsel,write,nsel);
input reset, s,clk;
input [1:0] op;
input [2:0] opcode;
output reg w, loada,loadb,loadc,asel,bsel,write,loads;
output reg [1:0] nsel;
output reg [1:0] vsel;
wire [3:0]  next_state_reset; 
reg [3:0] state;
reg [3:0] next_state;
always @(posedge clk) begin
	state = next_state_reset;
end
assign next_state_reset = reset ? 4'b0000 : next_state;  
always @* begin      
    casex({state,s,opcode,op})
        {4'b0000,6'b1_xxx_xx}     : next_state = 4'b0001;
        {4'b0000,6'bx_xxx_xx}     : next_state = 4'b0000;
        {4'b0001,6'bx_110_10}   : next_state = 4'b0110;
        {4'b0110,6'bx_xxx_xx} : next_state = 4'b0000;
        {4'b0001,6'bx_xxx_xx}   : next_state = 4'b0011;
        {4'b0011,6'bx_110_00}     : next_state = 4'b0111;
        {4'b0111,6'bx_xxx_x}         : next_state = 4'b0101;
        {4'b0011,6'bx_101_11}     : next_state = 4'b1000;
        {4'b1000,6'bx_xxx_xx}      : next_state = 4'b0101;
        {4'b0011,6'bx_101_xx}     : next_state = 4'b0010;
        {4'b0010,6'bx_xxx_00}     : next_state = 4'b1001;
        {4'b0010,6'bx_xxx_01}     : next_state = 4'b1010;
        {4'b0010,6'bx_xxx_10}     : next_state = 4'b1011;
        {4'b1001, 6'bx_xxx_xx}     : next_state = 4'b0111;
        {4'b1011, 6'bx_xxx_xx}     : next_state = 4'b0111;
        {4'b1010, 6'bx_xxx_xx}     : next_state = 4'b0000;
        default: next_state = 4'bxxxx;
    endcase
end
always @* begin        
    casex(state)
        4'b0000       : {w,loada,loadb,loadc,vsel,asel,bsel,nsel,loads,write} = 15'b1_0_0_0_00_0_0_00_0_0;
        4'b0001     : {w,loada,loadb,loadc,vsel,asel,bsel,nsel,loads,write} = 15'b0_0_0_0_00_0_0_00_0_0;
        4'b0110   : {w,loada,loadb,loadc,vsel,asel,bsel,nsel,loads,write} = 15'b0_0_0_1_01_0_0_10_0_1;
        4'b0010       : {w,loada,loadb,loadc,vsel,asel,bsel,nsel,loads,write} = 15'b0_1_0_0_00_0_0_10_0_0;
        4'b0011       : {w,loada,loadb,loadc,vsel,asel,bsel,nsel,loads,write} = 15'b0_0_1_0_00_0_0_00_0_0;
        4'b1001        : {w,loada,loadb,loadc,vsel,asel,bsel,nsel,loads,write} = 15'b0_0_0_1_00_0_0_00_0_0;
        4'b0101   : {w,loada,loadb,loadc,vsel,asel,bsel,nsel,loads,write} = 15'b0_0_0_0_11_0_0_01_0_1;
        4'b0111          : {w,loada,loadb,loadc,vsel,asel,bsel,nsel,loads,write} = 15'b0_0_0_1_00_0_0_00_0_0;
        4'b1000        : {w,loada,loadb,loadc,vsel,asel,bsel,nsel,loads,write} = 15'b0_0_0_0_00_0_0_00_0_0; 
        4'b1010        : {w,loada,loadb,loadc,vsel,asel,bsel,nsel,loads,write} = 15'b0_0_0_0_00_0_0_00_1_0;
        4'b1011        : {w,loada,loadb,loadc,vsel,asel,bsel,nsel,loads,write} = 15'b0_0_0_0_00_0_0_00_0_0;
        default     : {w,loada,loadb,loadc,vsel,asel,bsel,nsel,loads,write} = 15'bxxxxxxxxxxxxxxx;
    endcase 
end
endmodule
```
**run.sh**
```bash
#!/bin/bash
# OpenROAD 26Q1-2900-gdf79404cd8, Yosys 0.63+post, stock flow scripts
make -C /OpenROAD-flow-scripts/flow DESIGN_CONFIG=/design/flow/config.mk WORK_HOME=/design/flow/orfs finish
```
**config.mk**
```make
export PLATFORM = sky130hd
export DESIGN_NAME = FSM
export DESIGN_NICKNAME = FSM
export VERILOG_FILES = /design/flow/design.v
export SDC_FILE = /design/flow/constraint.sdc
export NUM_CORES = 4
export LEC_CHECK = 1
export CORE_AREA = 10 10 70 70
export DIE_AREA = 0 0 80 80
```
**constraint.sdc**
```tcl
current_design FSM

set clk_period 3.1
set clk_io_pct 0.2

create_clock -name clk0 -period $clk_period [get_ports {clk}]

set non_clock_inputs [all_inputs -no_clocks]
set_input_delay [expr $clk_period * $clk_io_pct] -clock clk0 $non_clock_inputs
set_output_delay [expr $clk_period * $clk_io_pct] -clock clk0 [all_outputs]
```
==> impl_metrics.ini <==
; implementation run metrics
[clock_network]
cts_tree = done
cts_made_buffers = 3
clock_latency_ns = 0.23
hold_buffers = 0
root_buffer = clkbuf_4
h-tree-depth = 1
cts_setup_buffers = 0
clk_path_buf_depth = 2
cts_sinks = 4
cts_resized = 0
clkTransAtPathRegs_ns = 0.04

[cells_and_area]
finalInstanceArea_um2 = 599
area_growth_pct = 49.7
drive_above_1_share_pct = 11.9
finish.utilization_pct = 17.5
largest_reg_flops = 4
fillers = 392

[synth]
yosysUniqueCellTypes = 30
ys.warnings.count = 1
top_cells_by_area = dfxtp_1 20%, buf_4 7.5%, nor2_1 6.6%, a21oi_1 6.3%, nor3_1 3.8%
synth_area_per_cell_um2 = 7.41
numSynthFlops = 4
synthFlopType = dfxtp_1
syn-cell-area_um2 = 400
largest_area_cell = dfxtp_1
synth-edff-count = 0
synthArstFlopShare_pct = 0
ys_cells = 54
netlist_instances = 54
ys_area_um2 = 400
yosysTopAreaCellShare_pct = 20.0
ys_seq_share_pct = 20.0

[critical_path]
max_stage_delay_ns = 0.64
cp-start-kind = register
crit_slowest_cell = dfxtp_1
crit_chain = nand2_1, a21oi_1, clkdlybuf4s50_1
cp.required_ns = 2.48
crit_path_end_kind = primary output
critPathKind = register to primary output
path_max_fanout = 16
worstPathArrival_ns = 1.72
worst-path-buf-inv = 1
path_delay_family = flip-flops

[place]
port_buffers = 17
place_hpwl_um = 931
dpl_cell_area_um2 = 577
place.gp.congestion = 0.783

[floorplan]
pin_count = 20
die_h_um = 80
dieWidth_um = 80
dieArea_mm2 = 0.00640
fp-utilization_pct = 11.7
placementRows = 21
core_region_area_mm2 = 0.00342

[routing]
antenna_left = 0
vias_per_cell = 3.68
drt_iter0_drc = 17
drc = 0
diodes = 0
vias = 416
wl_per_cell_um = 9.94
drt-total-wl_um = 1120
first_pass_iters = 4

[grt]
grt_max_degree = 17
grt-ovfl-total = 0
antenna_found_initial = 0
first_global_vias = 371
grt_pass1_wl_um = 1660
grt.total_usage_pct = 3.19

[final_timing]
fmax_mhz = 427
setup_viol = 0
min_period_ns = 2.34
drv_slew = 0
period_used_pct = 75.6
max_slew_margin_pct = 65.4
finalHoldViolCount = 0
rsz0062_at_grt = false
clock-skew-final_ns = 0.00419
final.setup.tns_ns = 0
tightest_slew_ns = 0.519

[pwr]
ir_worst_vdd_uv = 151
power.leakage_uw = 0.000195
internal_power_uw = 137
clkPwrFrac_pct = 32.6
power_density_mw_per_mm2 = 324
switching_share_pct = 29.3
combPwrFrac_pct = 30.6
pwr-share-seq_pct = 36.8
power.switching_uw = 56.9

[flow_run]
maxCapViolations = 0
warnings = 25

[worst_hold_path]
hp-class = register to register

[outcome]
status = completed
==> layer usage <==
metal	track usage [%]	routed length, µm	vias up
li1	-	-	218
met1	4.32	528	171
met2	4.01	376	25
met3	2.16	188	2
met4	0.704	30	0
met5	0	0	-
==> worst min-delay path, delay by kind of cell, from the launching register on <==
family / cells / cell delay (ns)
DFF: 1 / 0.43
and+or+nand+nor: 1 / 0.05
AOI/OAI and AO/OA: 1 / 0.18
==> synth_stat cells, types with 2 or more instances <==
master / count
nand4_1: 2
a21oi_1: 5
buf_4: 4
nand2_1: 3
nor3_1: 3
dfxtp_1: 4
nor2_1: 7
nand2b_1: 2
buf_2: 2
nor4_1: 2
==> worst paths after layout <==
check / startpoint / end / slack (ns) / cells after the start
max: state[2]$_SDFF_PP0_ / vsel[0] / 0.76 / 3
min: state[0]$_SDFF_PP0_ / state[3]$_SDFF_PP0_ / 0.72 / 2
max reg2reg: state[3]$_SDFF_PP0_ / state[0]$_SDFF_PP0_ / 1.75 / 4
min reg2reg: state[0]$_SDFF_PP0_ / state[3]$_SDFF_PP0_ / 0.72 / 2
==> stage by stage <==
stage               cells  worst slack (ns)  total power, µW  hold slack, ns
floorplan              55              1.58              104           0.543
global placement      110              1.07              131           0.692
detailed placement    110              1.01              132           0.703
CTS                   113             0.746              198           0.704
global route          113             0.611              208           0.750
finish                113             0.756              194           0.715
==> cells by family after synthesis <==
group / after synthesis / synth area share, %
xor+xnor: 1 / 2.19
mux: 1 / 2.50
other cells: 1 / 0.937
compound gates: 11 / 17.8
flops: 4 / 20.0
buf+inv: 10 / 15.6
simple gates: 26 / 40.9
==> cells in the final DEF, fill, tap and decap left out, drive strengths merged, types with 2 or more instances in the layout <==
master / instances
inv: 2
nor4: 3
nor2: 7
nand2: 3
a21oi: 5
nand4: 2
conb: 2
clkdlybuf4s50: 17
nand2b: 2
dfxtp: 4
clkbuf: 3
nor3: 4
==> power by group through the flow <==
stage | logic, µW | registers (µW) | clock network [µW]
after CTS | 60.1 | 70.8 | 67.2
final | 59.3 | 71.4 | 63.2
after global routing | 66.1 | 72.9 | 68.7
==> cell type report <==
type | instances | area, µm² | share of cell area, %
multi-input cells | 41 | 262 | 43.6
repair buffers | 17 | 170 | 28.4
inverters | 2 | 7.51 | 1.25
well taps | 46 | 57.6 | 9.60
clock buffers | 3 | 22.5 | 3.76
flip-flops and latches | 4 | 80.1 | 13.4
Power figures rest on the tool's default switching activity, not on a simulated workload.
