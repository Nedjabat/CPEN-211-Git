[/design/flow/design.v]
module mux4to1 (a,b,c,d,sel,out);
    parameter n=16;
    input [n-1: 0] a, b, c, d;
    input [1:0] sel;
    output [n-1: 0] out;
    assign out = sel[1] ? (sel[0] ? d : c) : (sel[0] ? b : a);
endmodule
[/design/flow/run.sh]
#!/bin/bash
# OpenROAD 26Q1-2900-gdf79404cd8, Yosys 0.63+post, stock flow scripts
make -C /OpenROAD-flow-scripts/flow DESIGN_CONFIG=/design/flow/config.mk WORK_HOME=/design/flow/orfs finish
[/design/flow/config.mk]
export PLATFORM = sky130hd
export DESIGN_NAME = mux4to1
export DESIGN_NICKNAME = mux4to1
export VERILOG_FILES = /design/flow/design.v
export SDC_FILE = /design/flow/constraint.sdc
export NUM_CORES = 4
export LEC_CHECK = 1
export CORE_AREA = 10 10 71 71
export DIE_AREA = 0 0 81 81
[/design/flow/constraint.sdc]
current_design mux4to1

set clk_period 1.5
set clk_io_pct 0.2

create_clock -name clk0 -period $clk_period

set non_clock_inputs [all_inputs -no_clocks]
set_input_delay [expr $clk_period * $clk_io_pct] -clock clk0 $non_clock_inputs
set_output_delay [expr $clk_period * $clk_io_pct] -clock clk0 [all_outputs]
==> flow_summary.toml <==
# implementation run metrics
[drt]
wl_per_cell_um = 16.4
vias = 605
vias_per_cell = 4.03
antenna_cells = 0
first_pass_iters = 2
drtIter0Drc = 2
detail-route-antenna-nets = 0
drc = 0
wl_mm = 2.46

[timing]
fmaxAchievable_ghz = 0.692
finalSetupViolCount = 0
rsz0062_at_grt = "false"
drv_slew = 0
relSlewSlack_pct = 90.8
worstMarginPinSlew_ns = 0.138
tns_ns = 0
period_needed_ns = 1.45
finalHoldViolations = 0
period_used_pct = 96.4

[synth]
ys_cells = 20
synth_cell_type_count = 5
ys_area_um2 = 424
topCellsByArea = "mux4_2 (53%), mux4_1 (37%), buf_12 (4.7%)"
netlist_area_um2 = 424
synth_warnings = 0
synth-adder-area-share_pct = 0
top_area_share_pct = 53.1
ys_seq_share_pct = 0
muxShareOfSynthArea_pct = 90.3
xor_area_share_pct = 0
synth_top_cell_by_area = "mux4_2"
compound_area_share_pct = 0
synth.cellmix.simpleShare_pct = 0
logic_family = "multiplexers"
avgSynthCellArea_um2 = 21.2
netlist_instances = 20

[placement]
hpwl_mm = 2.19
placed_area_um2 = 1310
place_congestion = 0.828
portBuffers = 82

[die]
die_area_um2 = 6560
row_count = 22
fp-utilization_pct = 11.7
die_width_um = 81
num_io_pins = 82
coreArea_um2 = 3630
die_y_um = 81

[clocking]
hold_buffers = 0
postCtsSetupRepairBufs = 0

[final_layout]
fillers = 400
syn2layout_area_growth_pct = 175
n_sequential_cell = 0
lay_top_count = "dlygate4sd2_1"
regArea_um2 = 0
logic_area_um2 = 360
drive_above_1_share_pct = 36.3
clkbuf_count = 0
mostFrequentLayoutCells = "dlygate4sd2_1 (64), mux4_2 (16), buf_2 (16)"
design_area_um2 = 1170

[worst_setup_path]
crit_required_ns = 1.20
end_kind = "output port"
crit_fanout = 8
arrival_ns = 1.15
crit_type = "primary input to output port"
startpoint_type = "primary input"

[power]
power.switching_mw = 0.0648
p_leak_nw = 0.552
clockPowerShare_pct = 0
powerDensity_nw_per_um2 = 231
irDropWorstVdd_v = 0.000102
swShare_pct = 24.1
p_comb_share_pct = 100.0
p_int_mw = 0.204
p_seq_share_pct = 0

[grt]
grt.met3_usage_pct = 5.35
antenna_found_initial = 0
grt_pass1_vias = 754
met1_usage_pct = 9.24
grt_max_degree = 12
grt_pass1_wl_mm = 3.84
grt_util_all_layers_pct = 7.31
grtUsageMet2_pct = 10.6
gr-total-overflow = 0
grt.busiest_layer = "met2"

[run]
cap_violations = 0
tool_warnings = 32

[run_status]
status = "completed"

[min_path]
hold_path_class = "primary input to output port"
through the flow:
stage | cells | utilization [%] | power (mW) | setup WS [ns] | hold WS [ns]
global placement | 149 | 36.1 | 0.359 | -0.795 | 1.73
finish | 150 | 32.1 | 0.269 | 0.0544 | 1.08
detailed placement | 149 | 36.1 | 0.361 | -0.803 | 1.73
floorplan | 20 | - | 0.0900 | 0.188 | 0.759
CTS | 150 | 31.8 | 0.273 | 0.0135 | 1.08
global route | 150 | 32.1 | 0.297 | 0.00702 | 1.10
power by group through the flow:
stage     Sequential (mW)  Combinational [mW]  Clock, mW
4_1_cts                 0               0.273          0
5_1_grt                 0               0.297          0
6_report                0               0.269          0
path summary, 6_finish.rpt:
| check | start | to | slack, ns | cells after the start |
|---|---|---|---|---|
| max | sel[0] | out[2] | 0.05 | 4 |
| min | a[14] | out[14] | 1.08 | 3 |
area by class of cell:
type	count	share of cell area, %
multi-input cells	16	30.9
well taps	48	5.15
repair buffers	86	63.9
synth_stat cells, drive strengths merged:
| cell type | instances |
|---|---|
| mux4 | 16 |
| buf | 4 |
timing repair:
| action | 4_1_cts | 5_1_grt |
|---|---|---|
| gates resized | 127 | 3 |
| gates cloned | 1 | 0 |
| pin swaps | 0 | 0 |
| endpoints found under the setup margin | 16 | 3 |
cells by family (layout without fill, tap and decap cells):
family   Yosys count  count (layout)
buf+inv            4              86
mux               16              16
metal layers:
layer  vias up  share of wire (%)
li1        269                  -
met1       270                 40
met2        66                 40
met3         0                 19
met4         0                  0
met5         -                  0
critical path, cell delays in order:
cell and delay (ns):
buf_12 0.09, buf_12 0.13, mux4_2 0.50, buf_2 0.13
Power and IR drop assume default switching activity.
