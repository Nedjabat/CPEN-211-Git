$ cat ./config.mk
export PLATFORM = sky130hd
export DESIGN_NAME = top_module
export DESIGN_NICKNAME = top_module
export VERILOG_FILES = /design/flow/design.v
export SDC_FILE = /design/flow/constraint.sdc
export NUM_CORES = 4
export LEC_CHECK = 1
export CORE_AREA = 10 10 70 70
export DIE_AREA = 0 0 80 80
$ cat ./constraint.sdc
current_design top_module

set clk_period 1.4
set clk_io_pct 0.2

create_clock -name clk0 -period $clk_period [get_ports {clk}]

set non_clock_inputs [all_inputs -no_clocks]
set_input_delay [expr $clk_period * $clk_io_pct] -clock clk0 $non_clock_inputs
set_output_delay [expr $clk_period * $clk_io_pct] -clock clk0 [all_outputs]
$ cat ./design.v
module top_module(clk,reset,in,out);
    input clk, reset;
    input [1:0] in;
    output [2:0] out;
    reg [2:0] out;
    wire [2:0] state, next_state_reset;   
    reg [2:0] next_state;
    vDFF #(3) STATE(clk,next_state_reset,state);  
    assign next_state_reset = reset ? 3'b000: next_state;
    always @* 
    begin
        casex ({state,in})
          {3'b000, 2'b01}: {next_state,out} = {3'b001,3'b000};
          {3'b000, 2'b10}: {next_state,out} = {3'b011,3'b000};
          {3'b000, 2'bxx}: {next_state,out} = {3'b000,3'b000};
          {3'b001, 2'bxx}: {next_state,out} = {3'b000,3'b001};
          {3'b010, 2'b11}: {next_state,out} = {3'b011,3'b010};
          {3'b010, 2'b10}: {next_state,out} = {3'b001,3'b010};
          {3'b010, 2'bxx}: {next_state,out} = {3'b010,3'b010};
          {3'b011, 2'bxx}: {next_state,out} = {3'b100,3'b100};
          {3'b100, 2'b01}: {next_state,out} = {3'b010,3'b000};
          {3'b100, 2'bxx}: {next_state,out} = {3'b100,3'b000};
	default : {next_state,out} = {3'b000,3'b000};
      endcase
    end
endmodule
module vDFF (clk,in,out);  
	parameter n=1;
	input clk;
	input [n-1:0] in;
	output [n-1:0] out;
	reg [n-1:0] out;
always @(posedge clk)  
	out=in;
endmodule
$ cat ./run.sh
#!/bin/bash
# OpenROAD 26Q1-2900-gdf79404cd8, Yosys 0.63+post, stock flow scripts
make -C /OpenROAD-flow-scripts/flow DESIGN_CONFIG=/design/flow/config.mk WORK_HOME=/design/flow/orfs finish
==> COMMIT_EDITMSG <==
Log flow metrics for this revision

- STA lists the startpoint of the worst register-to-register path as STATE.out[2].
* Hold violation count in the final report: 0
- Grt peak-use layer: met2
* Worst hold path endpoint: STATE.out[0]
- On met2, the global router reports a usage of 2.33%.
* Maximum vdd ir drop: between 0.1 and 0.15 mV
- STA reports a reg2reg setup slack of about 0.32 ns.
* Top cell family by delay on the critical path: simple AND/OR/NAND/NOR gates
* Clock slew at the register clock pins of the worst setup and hold paths: 0.04 ns
* Largest fanout on the critical path: 3
- Number of H-tree branching levels: 1
* First-pass GRT wire length: 959 um
- Min cycle time layout: between 1 and 1.5 ns
- Routing resource usage on met3 recorded by global route was under 10%.
- Layout Skew: 0.00167 ns
- Per the OpenROAD power report, leakage power amounts to 0.000168 uW.
- OpenROAD reports that the post-layout worst path occupies 98.1% of the period.
* FMAX: 728 MHz
- Synth Instances: 21
- Per the detail_route report, routed wire per instance is a little under 7 um.
* Startpoint Class: flip-flop
- For this run, the final setup violation count is recorded as 0.
* Result of the run: finished clean
* Finished layout cell area: 407 sq um
* Slew margin rel.: a little over four fifths
- # Cells Yosys: 21
- TritonCTS built the clock tree.
* Cell at the slowest stage of the critical path: sky130_fd_sc_hd__dfxtp_2
- In the post-route analysis, the smallest setup slack over all paths is 0.0272 ns.
* Routed wire length: between 500 and 600 um
- The first TritonRoute pass finished after 2 iterations.
- Per the gpl log, the routability congestion estimate is between 0.7 and 0.8.
- Post-synth mux share: 0%
* Fraction of layout instances using a drive strength above 1: approximately 58%
- Number of buffers added by the clock tree synthesis step: 3
- Pre-placement core utilization: between 6 and 7%
- The detail route stage leaves a number of antenna-violating nets equal to 0.
* Number of buffers added on ports: 6
- CP peak stage delay: between 0.3 and 0.4 ns
- Hold is met by 0.547 ns.
- Instance area after placement: approximately 370 sq um
- Pins Over Slew Limit: 0
- Critical path data required time: between 1 and 1.5 ns
- Core utilization of the finished layout: a little under an eighth
- Per the synthesis report, the AND-OR/OR-AND share of the synthesized area is a little over a fifth.
- Summing every instance area after synthesis gives ~210 sq um.
- Height of the die: about 80 um
- In the routed layout, each cell is associated on average with a via count of 2.42.
* All-Layer GR Usage: 1.88%
* Clk sink count: 3
- Per the timing report, the most critical flop-to-flop path finishes at STATE.out[1].
- Number of violations reported at the end of detailed-routing iteration 0: 1
* Placeable core region: ~0.0034 sq mm
* Layout-stage area growth over the synthesis result: 98.2%
- Main combinational cell family by area after synthesis: simple AND/OR/NAND/NOR gates
- Clock latency on the worst-skew pair: 0.23 ns
- Buffers and inverters on the worst path: 2
- Count of tool warnings: 26
- The floorplan has 21 rows.
- Area enclosed by the die boundary: ~0.0064 sq mm
- Averaged over all synthesized cells, the footprint is ~9.8 sq um.
- Total power normalized to cell area comes to 835 mW/mm^2.
- CP Class: flip-flop to output port
- Floorplan die width: around 80 um
- Across the run, the number of max-cap violations was 0.
- RSZ-0062 raised after global routing: true
- The DRC violation total left in the routed layout is recorded as 0.
* Startpoint of the lowest-slack hold path: STATE.out[2]
* I/O pin count: 7
- Setup TNS: 0 ns
- Antenna violations before repair: 0
* Count of state elements after synthesis: 3
* Arr. time, crit path: 1.09 ns
- Sequential area share after synthesis: 29.3%
- Worst hold path class: flip-flop to flip-flop
* Xor/xnor share of the synthesized area: under 10%
- Clock tree root buffer cell: sky130_fd_sc_hd__clkbuf_4
- Total cell area reported by yosys after synthesis: 205 sq um
* Cell depth of the worst hold path: 2
- Via count of the first global-routing pass: approximately 220
- Grt ovf: 0
- CP cell instances: and2b_4 -> buf_6 -> nor2b_4 -> buf_2
* Largest net degree at the start of global routing: 7
* DR vias: 203
- Synthesis Warnings: 2
- In the routed netlist, the antenna diode instances number 0.
- In this run, the synthesized area fraction spent on adder and majority cells is recorded as 0%.
- Routing resource usage on met1 recorded by global route was between 2 and 2.5%.
- The register with the most flip-flops in the layout has 3 of them.
- Worst setup EP type: output port
* Maximum clock path buffer count: 2
- Synth unique cells: 17
- The worst register-to-register path depth is 5.
- At the pin with the least slew margin, the transition time is 0.235 ns.
- Before CTS, the worst setup slack after placement is -0.0474 ns.
- Per the synthesis report, the simple-gate share of the synthesized area is between 40% and 50%.
- Hold buffer count at CTS: 0
==> per-layer routing <==
metal	part of all wire, %	up-vias
li1	-	108
met1	47	90
met2	40	5
met3	12	0
met4	0	0
met5	0	-
==> cell usage after synthesis, drive strengths merged <==
library cell | n | share of area, %
nor2b | 2 | 7.3
a21oi | 2 | 6.7
xnor2 | 1 | 4.3
nor3b | 3 | 13
nand2 | 1 | 3.1
o21ai | 2 | 6.7
nor3 | 1 | 2.4
o41ai | 1 | 7.9
inv | 2 | 3.7
and3b | 1 | 4.3
dfxtp | 3 | 29
and2b | 1 | 4.9
nor4 | 1 | 6.1
==> power by group <==
part | internal [uW] | switching, uW
combinational | 55.8 | 37.2
clock | 107 | 42.6
sequential | 93.0 | 4.18
==> per-stage QoR <==
step           instances  total power [uW]
6_report              84               340
5_1_grt               84               364
2_1_floorplan         21               136
3_3_place_gp          79               186
4_1_cts               84               349
3_5_place_dp          79               187
==> kinds of logic (layout without fill, tap and decap cells) <==
logic type             count (synthesis)  count (layout)
flip-flops                             3               3
buffers and inverters                  2              19
AND-OR/OR-AND                          5               5
AND/OR/NAND/NOR                       10              10
XOR/XNOR                               1               1
==> cell type report <==
| class | instances | area (sq um) |
|---|---|---|
| repair buffers | 13 | 109 |
| flip-flops and latches | 3 | 61.3 |
| well taps | 46 | 57.6 |
| fillers | 408 | 3010 |
| clock buffers | 4 | 26.3 |
| inverters | 2 | 7.51 |
| multi-input cells | 16 | 145 |
==> worst reg2reg max path: stages (launching register included) <==
cell and delay (ns):
sky130_fd_sc_hd__dfxtp_2 0.33, sky130_fd_sc_hd__and2b_4 0.20, sky130_fd_sc_hd__buf_6 0.11, sky130_fd_sc_hd__buf_4 0.12
sky130_fd_sc_hd__o21ai_2 0.13, sky130_fd_sc_hd__o41ai_2 0.08
==> how the worst max path moves through the flow <==
stage	from	end	slack [ns]	depth (start not counted)
finish	STATE.out[2]	out[1]	0.03	4
global route	STATE.out[2]	out[1]	-0.04	4
CTS	STATE.out[2]	out[1]	0.002	4
==> cell usage in the layout, fill, tap and decap left out, types with 2 or more instances in the layout <==
cell and count:
sky130_fd_sc_hd__clkbuf_4 3, sky130_fd_sc_hd__clkdlybuf4s50_1 3, sky130_fd_sc_hd__nor3b_1 2, sky130_fd_sc_hd__buf_4 6, sky130_fd_sc_hd__dlygate4sd2_1 2, sky130_fd_sc_hd__dfxtp_1 2
==> repair_timing <==
item / 4_1_cts / 5_1_grt
pin swaps: 1 / 0
buffers inserted: 1 / 0
setup endpoints to repair: 3 / 2
gates resized: 8 / 1
Power figures rest on the tool's default switching activity, not on a simulated workload.
